==> /design/flow/design.v <==
module DrawRoom(
	input Draw_EN, Clk, RESET, Start,
	input [3:0] Doors,
	input Done_Draw_FB,
	input [2:0] EnemyHealth,
	output logic [7:0] NewDrawX, NewDrawY,
	output logic [6:0] NewSpriteX, NewSpriteY,
	output logic is_8, ALLDone
);
	logic[7:0] Rooms[0:120];
	logic [6:0] SpriteX, SpriteY;
	logic [7:0] DrawX, DrawY;
	logic [7:0] count;
	logic Draw_FB_EN;
	logic Done;
	assign Done = Done_Draw_FB;
	assign is_8 = 1'b1;
	localparam SPRITE_SIZE = 7'd8;
	always_comb
	begin
		NewSpriteX = SPRITE_SIZE*SpriteX;
		NewSpriteY = SPRITE_SIZE*SpriteY;
		NewDrawX = SPRITE_SIZE*DrawX;
		NewDrawY = SPRITE_SIZE*DrawY;
	end
	enum logic [4:0] {Halted, TopLeft, TopRight, TopWallFL, TopWallSL, LeftWall, RightWall, 
							Floor, BottomLeftFL, BottomLeftSL, BottomRightFL,BottomRightSL, BottomWallFL, 
							BottomWallSL,FinishedRoom, DrawTopDoor, DrawBottomDoor, DrawLeft1Door, 
							DrawLeft2Door, DrawLeft3Door, DrawRight1Door, DrawRight2Door, DrawRight3Door, 
							DrawTopDoor2, DrawBottomDoor2, Cycle} State, Next_state;
	always_ff @ (posedge Clk)
	begin
		if(RESET | Start)
		begin
			State <= Halted;
			count <= 8'b0;
		end
		else
		begin
			State <= Next_state;
		end
		if(State != Next_state)
			count <= 8'b0;
		else if(Done)
			count <= count+8'b1;
	end
	always_comb
	begin
		Next_state = State;
		DrawX = 8'b0;
		DrawY = 8'b0;
		SpriteX = 7'b0;
		SpriteY = 7'b0;
		Draw_FB_EN = 1'b0;
		ALLDone = 1'b0;
		case(State)
			Halted:
			begin
				if(Draw_EN)
					Next_state = TopLeft;
				else
					Next_state = Halted;
			end
			TopLeft:
				if(Done)
					Next_state = TopRight;
			TopRight:
				if(Done)
					Next_state = TopWallFL;
			TopWallFL:
				if(count == 8'd19)
					Next_state = TopWallSL;
			TopWallSL:
				if(count == 8'd19)
					Next_state = LeftWall;
			LeftWall:
				if(count == 8'd10)
					Next_state = RightWall;
			RightWall:
				if(count == 8'd10)
					Next_state = Floor;
			Floor:
				if(count == 8'd171)
					Next_state = BottomLeftFL;
			BottomLeftFL:
				if(Done)
					Next_state = BottomLeftSL;
			BottomLeftSL:
				if(Done)
					Next_state = BottomRightFL;
			BottomRightFL:
				if(Done)
					Next_state = BottomRightSL;
			BottomRightSL:
				if(Done)
					Next_state = BottomWallFL;
			BottomWallFL:
				if(count == 8'd19)
					Next_state = BottomWallSL;
			BottomWallSL:
				if(count == 8'd19)
					if (EnemyHealth == 3'd0)
						Next_state = DrawTopDoor;
					else
						Next_state = FinishedRoom;
			DrawTopDoor:
				if (Done)
					Next_state = DrawTopDoor2;
				else if (((Doors & 4'b1000)==4'b0))
					Next_state = DrawBottomDoor;
			DrawTopDoor2:
				if (Done)
					Next_state = DrawBottomDoor;
			DrawBottomDoor:
				if (Done)
					Next_state = DrawBottomDoor2;
				else if (((Doors & 4'b0100)==4'b0))
					Next_state = DrawLeft1Door;
			DrawBottomDoor2:
				if (Done)
					Next_state = DrawLeft1Door;
			DrawLeft1Door:
				if (Done)
					Next_state = DrawLeft2Door;
				else if (((Doors & 4'b0010)==4'b0))
					Next_state = DrawRight1Door;
			DrawLeft2Door:
				if (Done)
					Next_state = DrawLeft3Door;
			DrawLeft3Door:
				if (Done)
					Next_state = DrawRight1Door;
			DrawRight1Door:
				if (Done)
					Next_state = DrawRight2Door;
				else if (((Doors & 4'b0001)==4'b0))
					Next_state = FinishedRoom;
			DrawRight2Door:
				if (Done)
					Next_state = DrawRight3Door;
			DrawRight3Door:
				if (Done)
					Next_state = FinishedRoom;
			FinishedRoom:
				Next_state = Halted;
		endcase
		case(State)
			Halted:
			begin
				Draw_FB_EN = 1'b0;
			end
			TopLeft:
			begin
				DrawY = 8'd0;
				DrawX = 8'd0;
				SpriteY = 7'd0;
				SpriteX = 7'd0;
				ALLDone = 1'b0;
				Draw_FB_EN = 1'b1;
			end
			TopRight:
			begin
				DrawY = 8'd0;
				DrawX = 8'd20;
				SpriteY = 7'd0;
				SpriteX = 7'd3;
				Draw_FB_EN = 1'b1;
			end
			TopWallFL:
			begin
				DrawY = 8'd0;
				DrawX = 8'd1*(count+1);
				SpriteY = 7'd0;
				SpriteX = 7'd1;
				Draw_FB_EN = 1'b1;
			end
			TopWallSL:
			begin
				DrawY = 8'd1;
				DrawX = 8'd1*(count+1);
				SpriteY = 7'd1;
				SpriteX = 7'd1;
				Draw_FB_EN = 1'b1;
			end
			LeftWall:
			begin
				DrawY = 8'd1*(count+1);
				DrawX = 8'd0;
				SpriteY = 7'd1;
				SpriteX = 7'd0;
				Draw_FB_EN = 1'b1;
			end
			RightWall:
			begin
				DrawY = 8'd1*(count+1);
				DrawX = 8'd20;
				SpriteY = 7'd1;
				SpriteX = 7'd0;
				Draw_FB_EN = 1'b1;
			end
			Floor:
			begin
				DrawY = 8'd2+(count/19);
				DrawX = 8'd1+(count%19);
				SpriteY = 7'd2;
				SpriteX = 7'd3;
				Draw_FB_EN = 1'b1;
			end
			BottomLeftFL:
			begin
				DrawY = 8'd11;
				DrawX = 8'd0;
				SpriteY = 7'd0;
				SpriteX = 7'd4;
				Draw_FB_EN = 1'b1;
			end
			BottomLeftSL:
			begin
				DrawY = 8'd12;
				DrawX = 8'd0;
				SpriteY = 7'd1;
				SpriteX = 7'd4;
				Draw_FB_EN = 1'b1;
			end
			BottomRightFL:
			begin
				DrawY = 8'd11;
				DrawX = 8'd20;
				SpriteY = 7'd0;
				SpriteX = 7'd5;
				Draw_FB_EN = 1'b1;
			end
			BottomRightSL:
			begin
				DrawY = 8'd12;
				DrawX = 8'd20;
				SpriteY = 7'd1;
				SpriteX = 7'd5;
				Draw_FB_EN = 1'b1;
			end
			BottomWallFL:
			begin
				DrawY = 8'd11;
				DrawX = 8'd1*(count+1);
				SpriteY = 7'd0;
				SpriteX = 7'd1;
				Draw_FB_EN = 1'b1;
			end
			BottomWallSL:
			begin
				DrawY = 8'd12;
				DrawX = 8'd1*(count+1);
				SpriteY = 7'd1;
				SpriteX = 7'd1;
				Draw_FB_EN = 1'b1;
			end
			DrawTopDoor, DrawTopDoor2:
			begin
				Draw_FB_EN = 1'b0;
				DrawY = 8'd1;
				DrawX = 8'd10;
				SpriteY = 7'd4;
				SpriteX = 7'd1;
				Draw_FB_EN = 1'b1;
				if (((Doors & 4'b1000)==4'b0))
					Draw_FB_EN = 1'b0;
			end
			DrawBottomDoor,DrawBottomDoor2:
			begin
				Draw_FB_EN = 1'b0;
				DrawY = 8'd12;
				DrawX = 8'd10;
				SpriteY = 7'd4;
				SpriteX = 7'd1;
				Draw_FB_EN = 1'b1;
				if (((Doors & 4'b0100)==4'b0))
					Draw_FB_EN = 1'b0;
			end
			DrawLeft1Door:
			begin
				DrawY = 8'd4;
				DrawX = 8'd0;
				SpriteY = 7'd0;
				SpriteX = 7'd6;
				Draw_FB_EN = 1'b1;
				if (((Doors & 4'b0010)==4'b0))
					Draw_FB_EN = 1'b0;
			end
			DrawLeft2Door:
			begin
				DrawY = 8'd5;
				DrawX = 8'd0;
				SpriteY = 7'd1;
				SpriteX = 7'd6;
				Draw_FB_EN = 1'b1;
				if (((Doors & 4'b0010)==4'b0))
					Draw_FB_EN = 1'b0;
			end
			DrawLeft3Door:
			begin
				DrawY = 8'd6;
				DrawX = 8'd0;
				SpriteY = 7'd2;
				SpriteX = 7'd3;
				Draw_FB_EN = 1'b1;
				if (((Doors & 4'b0010)==4'b0))
					Draw_FB_EN = 1'b0;
			end
			DrawRight1Door:
			begin
				DrawY = 8'd4;
				DrawX = 8'd20;
				SpriteY = 7'd0;
				SpriteX = 7'd6;
				Draw_FB_EN = 1'b1;
				if (((Doors & 4'b0001)==4'b0))
					Draw_FB_EN = 1'b0;
			end
			DrawRight2Door:
			begin
				DrawY = 8'd5;
				DrawX = 8'd20;
				SpriteY = 7'd1;
				SpriteX = 7'd6;
				Draw_FB_EN = 1'b1;
				if (((Doors & 4'b0001)==4'b0))
					Draw_FB_EN = 1'b0;
			end
			DrawRight3Door:
			begin
				DrawY = 8'd6;
				DrawX = 8'd20;
				SpriteY = 7'd2;
				SpriteX = 7'd3;
				Draw_FB_EN = 1'b1;
				if (((Doors & 4'b0001)==4'b0))
					Draw_FB_EN = 1'b0;
			end
			FinishedRoom:
			begin
				ALLDone = 1'b1;
				Draw_FB_EN = 1'b0;
			end
		endcase
	end
endmodule
==> /design/flow/run.sh <==
#!/bin/bash
# OpenROAD 26Q1-2900-gdf79404cd8, Yosys 0.63+post, stock flow scripts
make -C /OpenROAD-flow-scripts/flow DESIGN_CONFIG=/design/flow/config.mk WORK_HOME=/design/flow/orfs finish
==> /design/flow/config.mk <==
export PLATFORM = sky130hd
export DESIGN_NAME = DrawRoom
export DESIGN_NICKNAME = DrawRoom
export VERILOG_FILES = /design/flow/design.v
export SDC_FILE = /design/flow/constraint.sdc
export NUM_CORES = 4
export LEC_CHECK = 1
export CORE_UTILIZATION = 40
==> /design/flow/constraint.sdc <==
current_design DrawRoom

set clk_period 7.3
set clk_io_pct 0.2

create_clock -name clk0 -period $clk_period [get_ports {Clk}]

set non_clock_inputs [all_inputs -no_clocks]
set_input_delay [expr $clk_period * $clk_io_pct] -clock clk0 $non_clock_inputs
set_output_delay [expr $clk_period * $clk_io_pct] -clock clk0 [all_outputs]
==> Slide: Implementation Results <==
Synthesis and Place & Route Summary

Drt
  • Drt total wl: 10.75 mm
  • DR vias: 3874
  • Iteration-0 DRC Markers: 390
  • DR WL/cell: 17.54 um
  • Ant. Diodes: 0
  • DR vias/cell: 6.320
  • Final ANT Viol Nets: 0
  • Pre-antenna DRT Iters: 5
  • Drc violations: 0

Synth
  • # Cells Yosys: 505
  • Synth Cell Area: 0.003328 mm^2
  • Post-synth ARST share: 0%
  • Ys flop type: dfxtp_1
  • Cells after Synth: 505
  • Area share of the largest cell type after synthesis: 7.820%
  • Syn avg cell area: 6.590 um^2
  • Synth area leader: dfxtp_1
  • Yosys reg bits: 13
  • Distinct cells, synth: 86
  • Register area share after synthesis: 7.820%
  • Chip Area, Yosys: 0.003328 mm^2
  • Number of synthesized flops with an enable pin: 0
  • Synth Warn #: 1
  • Main area contributors: dfxtp_1, a21oi_1, nor2_1, nand2_1, o21ai_0

Worst hold path
  • HP Start: count[6]
  • Min-delay worst type: flip-flop to flip-flop

Timing
  • Final setup fails: 0
  • Final TNS setup: 0 ps
  • Final Critical Period: 7047 ps
  • Slew headroom: 45.47%
  • Hold Slack: 670.1 ps
  • F_max: 0.1419 GHz
  • Final Max Slew Viols: 0
  • Final hold vios: 0
  • Layout Skew: 0.7443 ps
  • Final period util: 96.53%
  • Worst-margin pin slew: 815.3 ps

GRT
  • Number of global-route vias before repair: 3347
  • First-pass GRT wire length: 17.57 mm
  • Pin count of the biggest net entering global routing: 42
  • Gr ovfl total: 0
  • GRT Util Overall: 25.24%
  • Initial antenna violation count: 0

Power
  • Leakage: 1.306 nW
  • Max VDD drop: 48.36 uV
  • Cell Pwr Density: 53.37 mW/mm^2

Place
  • RePlAce Congestion: 0.9455
  • Post-DP Area: 0.003602 mm^2
  • Final HPWL DP: 7.783 mm
  • Buffers added on ports: 28

Clocking
  • Clock root cell: clkbuf_8
  • CTS tree: built
  • Worst-skew pair later-pin latency: 240 ps
  • CTS Sinks: 13
  • Clock slew seen by the registers of the worst setup and hold paths: 50 ps
  • CTS max path bufs: 2
  • Hold_buf cts: 0
  • H-tree depth: 1
  • Number of CTS-inserted buffers: 3

Critical path
  • R2r startpoint: count[1]
  • Critical Path Max Stage Delay: 500 ps
  • Cell repeated most along the worst path: ha_1
  • CP delay by family, top: AND-OR/OR-AND gates
  • Cell Chain, Critical Path: a211oi_4, inv_2, ha_1, a21boi_0, nand4_1, a32oi_2, xnor2_1, buf_4, o311ai_1, o31ai_1, a211o_4, mux2_1, ha_1, nor2b_1, and4b_1, or4_1, nand3_1, clkdlybuf4s50_1
  • Worst Path Arrival: 5590 ps
  • Crit path launch type: flip-flop
  • Origin of the worst setup path: count[6]
  • Worst Setup End Kind: output port
  • WP buf/inv: 3
  • Worst path required time: 5840 ps
  • Critical path class: flip-flop to output port
  • Slowest-stage cell, CP: or4_1
  • CP max FO: 12

Final layout
  • Final Core Density: 46.75%
  • Layout cells sized above 1: 9.785%
  • Finished Cell Area: 0.003687 mm^2
  • Fillers: 789
  • Syn-to-layout area delta: 10.79%

Job
  • Tool Warnings: 27
  • Max Cap Viol: 0

Die
  • Die area: 0.008689 mm^2
  • Die height: 93.22 um
  • CORE AREA: 0.007888 mm^2
  • FP Util: 42.20%
  • Row Count: 32
  • Die extent in x: 93.22 um
  • I/O pin cnt: 44

Outcome
  • Status: finished, final reports clean
-- metrics by stage --
step / std cells / total power (W) / worst slack (ps)
after floorplan: 518 / 0.0001197 / 701.9
after global placement: 607 / 0.0001360 / 320.9
after detailed placement: 607 / 0.0001353 / 243.9
after CTS: 611 / 0.0001985 / 27.31
after global routing: 613 / 0.0002088 / -9.577
final: 613 / 0.0001968 / 253.5
-- where the power goes --
part,internal (W),switching (W),leakage [nW]
logic,0.0000249,0.0000353,1.18
registers,0.0000722,0.00000239,0.106
clock network,0.0000384,0.0000236,0.0228
-- synthesized netlist by cell type (4+ instances only) --
cell / instances
or3_1: 6
a211o_1: 4
nand3b_1: 6
dfxtp_1: 13
inv_1: 9
and2_1: 6
clkbuf_1: 26
nand2b_1: 9
o21ai_0: 32
o31ai_1: 8
mux2i_1: 6
o22ai_1: 9
xnor2_1: 10
nor3_1: 12
nor2_1: 56
a32oi_1: 7
o221ai_1: 4
nor2b_1: 12
buf_4: 16
or2_2: 4
ha_1: 8
a21oi_1: 50
a31oi_1: 7
buf_1: 7
nand2_1: 43
buf_2: 5
xor2_1: 5
o211ai_1: 13
nand4_1: 4
nand3_1: 17
-- cell type report --
class | instances | area (um^2) | share of cell area [%]
clock buffer | 4 | 45.04 | 1.222
inverter | 14 | 55.05 | 1.493
multi-input combinational | 434 | 2780 | 75.40
timing repair buffer | 46 | 415.4 | 11.27
tap | 102 | 127.6 | 3.461
sequential | 13 | 264.0 | 7.160
-- cells by family (layout without fill, tap and decap cells) --
family,count (synthesis),after routing,share of synthesized area (%)
fa+ha+maj,8,8,3.008
flops,13,13,7.820
simple gates,189,189,27.89
compound gates,196,196,42.71
other cells,2,15,0.2256
mux,10,10,3.158
buf+inv,71,64,10.75
xor+xnor,16,16,4.436
-- worst reg2reg max path: cells and delay by family, from the launching register on --
kind / cells / cell delay (ps)
and+or+nand+nor: 3 / 680
adders and majority gates: 1 / 410
DFF: 1 / 630
AOI/OAI and AO/OA: 6 / 1310
buffers and inverters: 1 / 120
-- layer usage --
metal,vias up,global-route usage [%],routed length (um)
li1,1897,-,-
met1,1798,41.84,5265
met2,171,35.66,4557
met3,8,2.564,842
met4,0,3.205,83
met5,-,0,0
-- flip-flops by register name, indices dropped and copies added (netlist names) --
| signal | count |
|---|---|
| count | 8 |
| State | 5 |
-- placed cells by master, fill, tap and decap left out, types with 7 or more instances in the layout --
cell type,synthesis,layout
dfxtp_1,13,12
nand2_1,43,42
conb_1,2,15
nand2b_1,9,8
ha_1,8,8
a21oi_1,50,50
nor3_1,12,12
inv_1,9,9
o21ai_0,32,32
a31oi_1,7,7
a32oi_1,7,7
nor2b_1,12,12
xnor2_1,10,10
clkdlybuf4s50_1,0,28
nor2_1,56,56
o31ai_1,8,8
o22ai_1,9,9
nand3_1,17,17
o211ai_1,13,13
buf_4,16,18
-- worst paths after layout --
path                 end  slack (ps)  cells past startpoint
min reg2reg     count[7]         670                      3
max          NewDrawX[7]         250                     18
max reg2reg     count[3]        4040                     11
min             count[7]         670                      3
-- what timing repair did --
item	CTS	global route
resized	1	5
setup endpoints to repair	1	1
pin swaps	1	3
setup buffers	0	2
No activity file was given, so power comes from the tool's default toggle rates.
